==> flow/design.v <==
module RegisterFile(BusA, BusB, BusW, RA, RB, RW, WrEn, clk, rst);
	input [4:0] RA, RB, RW;   
	input [31:0] BusW;   
	input WrEn;   
	input clk, rst;
	output [31:0] BusA, BusB;   
	reg [31:0] REG_MEM [31:0];
	integer i, j;
	initial begin  
		for(i = 0; i < 32; i = i + 1) begin
				REG_MEM[i] <= 0;
		end
	end
	always @(posedge clk) begin
		if (rst) begin
			for(j = 0; j < 32; j = j + 1)
				REG_MEM[j] <= 0;
		end
		else if ((WrEn) && (RW))   
			REG_MEM[RW] <= BusW;		
	end
	assign BusA = REG_MEM[RA];
 	assign BusB = REG_MEM[RB]; 
endmodule
==> flow/run.sh <==
#!/bin/bash
# OpenROAD 26Q1-2900-gdf79404cd8, Yosys 0.63+post, stock flow scripts
make -C /OpenROAD-flow-scripts/flow DESIGN_CONFIG=/design/flow/config.mk WORK_HOME=/design/flow/orfs finish
==> flow/config.mk <==
export PLATFORM = sky130hd
export DESIGN_NAME = RegisterFile
export DESIGN_NICKNAME = RegisterFile
export VERILOG_FILES = /design/flow/design.v
export SDC_FILE = /design/flow/constraint.sdc
export NUM_CORES = 4
export LEC_CHECK = 1
export CORE_UTILIZATION = 30
==> flow/constraint.sdc <==
current_design RegisterFile

set clk_period 15.8
set clk_io_pct 0.2

create_clock -name clk0 -period $clk_period [get_ports {clk}]

set non_clock_inputs [all_inputs -no_clocks]
set_input_delay [expr $clk_period * $clk_io_pct] -clock clk0 $non_clock_inputs
set_output_delay [expr $clk_period * $clk_io_pct] -clock clk0 [all_outputs]
==> impl_metrics.py <==
# Synthesis and PnR figures
metrics = {
    "synth": {
        "syn_area_per_cell_um2": 12.1,
        "synth_flops": 1024,
        "netlist_instances": 4605,
        "syn_area_um2": 55900,
        "ys_seq_share": 0.550,
        "yosys.cell_types.count": 30,
        "ys_cells": 4605,
        "synthTopCellsByCount": "edfxtp_1 (1024), mux2i_1 (1024), and2_1 (994)",
        "synth-main-ff-cell": "edfxtp_1",
        "ys_chip_area_um2": 55900,
        "edf_count": 1024,
        "top_cells_by_area": "edfxtp_1 (55%), mux2i_1 (18%), and2_1 (11%)",
        "yosysTopAreaCell": "edfxtp_1",
        "yosysWarnings": 1,
        "top_cell_area_share": 0.550,
        "synthArstFlopShare": 0,
    },
    "clock_network": {
        "cts-root-buf": "clkbuf_16",
        "hold_buffers": 0,
        "numCtsBuffers": 107,
        "post_cts_buffers": 0,
        "htreeDepth": 3,
        "clock-sinks": 1024,
        "cts_tree": "built",
        "ctsResizeCount": 0,
        "path_clk_slew_ps": 60,
        "cts_max_path_buffers": 3,
    },
    "sta": {
        "setup_viol": 0,
        "finalCritPeriodShare": 0.656,
        "slew_viol_final": 0,
        "period_minus_slack_ps": 10370,
        "maxClockFrequency_ghz": 0.0965,
        "finalHoldViolations": 0,
        "max_slew_margin": 0.314,
        "whs_ps": 3050,
        "tightest_slew_ps": 1030,
        "tns_ps": 0,
        "rsz0062_at_grt": "false",
    },
    "worst_setup_path": {
        "crit_path_start_kind": "input pin",
        "required_ps": 12640,
        "crit_fanout": 41,
        "end_kind": "primary output",
        "crit_type": "input pin to primary output",
        "worst_ep_arrival_time_ps": 7210,
    },
    "grt": {
        "grt_antenna_before_repair": 11,
        "grt_pass1_wl_mm": 283,
        "grt_overflow": 0,
        "grt_usage": 0.223,
        "grt_pass1_vias": 38800,
        "grt_max_degree": 92,
    },
    "layout": {
        "drive_gt1_frac": 0.0846,
        "mi_logic_area_um2": 23300,
        "area_delta_synth_final_pct": 12.6,
        "largest_reg_flops": 1024,
        "final_design_area_no_fill_um2": 62900,
        "regArea_um2": 30700,
        "fillers": 17800,
        "top_register": "REG_MEM",
        "largestRegisters": "REG_MEM: 1024 flops",
    },
    "floorplan": {
        "die_w_um": 434,
        "io_pins": 114,
        "num_rows": 158,
        "die_h_um": 434,
        "core_region_area_um2": 185000,
        "fp_util": 0.302,
        "chip_area_um2": 188000,
    },
    "run": {
        "maxCapViolCount": 0,
        "warning_count": 26,
    },
    "outcome": {
        "status": "finished clean",
    },
    "worst_hold_path": {
        "hold_path_class": "input pin to flop",
        "min_to": "REG_MEM[0][4]$_SDFFCE_PN0P_",
        "min_from": "rst",
        "hold_depth": 2,
    },
    "placement": {
        "dp_hpwl_mm": 115,
        "place_area_um2": 59600,
        "gp_congestion": 0.915,
        "port_buffers": 113,
    },
    "drt": {
        "first_pass_iters": 5,
        "antenna_left": 0,
        "wl_per_cell_um": 28.1,
        "drtIter0Drc": 2515,
        "drc": 0,
        "wl_mm": 201,
        "num_vias": 37900,
        "viasPerCell": 5.30,
    },
    "power": {
        "ir_drop_mv": 0.0973,
        "powerDensity_nw_per_um2": 102,
        "p_leak_nw": 23.9,
    },
}
==> worst max-delay path, cell delays in order <==
cell,delay (ps)
clkdlybuf4s50_1,620
nor2b_4,210
buf_4,510
buf_4,600
buf_4,680
a22o_1,240
nor3_1,60
a31oi_1,380
nand3_1,260
clkdlybuf4s50_1,470
==> power breakdown <==
group	internal, W	switching (W)
clock network	0.00135	0.00109
logic	0.000284	0.000512
registers	0.00314	0.0000713
total	0.00477	0.00168
==> metrics by stage <==
step	instances	power (W)	utilization	setup slack, ps
2_1_floorplan	4636	0.00370	-	8350
3_3_place_gp	6938	0.00405	0.322	5450
3_5_place_dp	6938	0.00406	0.322	5430
4_1_cts	7137	0.00647	0.339	5410
5_1_grt	7145	0.00663	0.340	5360
6_report	7157	0.00645	0.340	5430
==> cell usage in the layout, fill, tap and decap left out, types with 3 or more instances in the layout <==
master	netlist	layout
and2_1	994	992
clkbuf_1	244	27
or2_2	33	33
a22o_1	128	128
nand2_1	195	193
nor2_4	11	33
nor2b_4	0	4
nand3b_1	3	3
clkinvlp_4	0	4
clkinv_2	0	28
conb_1	1	32
mux2i_1	1024	1024
nor3_1	64	64
bufinv_16	0	5
a31oi_1	64	64
a22oi_1	192	192
nand2_2	1	3
a21oi_1	192	192
diode_2	0	20
clkdlybuf4s50_1	0	110
buf_12	0	8
nand2b_2	0	4
nand3_1	193	193
buf_4	75	147
clkbuf_16	0	109
edfxtp_1	1024	1024
clkinv_1	0	20
==> routing by layer <==
layer	part of all wire	global-route usage	wire, um
met1	0.35	0.255	70600
met2	0.47	0.345	94200
met3	0.12	0.117	24200
met4	0.059	0.109	11800
met5	0.0015	0.0104	293
==> worst max-delay path by stage <==
stage	end	startpoint	depth (start not counted)
6_report	BusA[13]	RA[2]	10
4_1_cts	BusA[13]	RA[2]	10
5_1_grt	BusA[28]	RA[1]	9
==> cells by family (layout without fill, tap and decap cells) <==
logic type / Yosys count / after routing / synth area share
and+or+nand+nor: 1534 / 1534 / 0.158
muxes: 1024 / 1024 / 0.183
DFF: 1024 / 1024 / 0.550
AOI/OAI and AO/OA: 576 / 576 / 0.0702
buffers and inverters: 446 / 467 / 0.0383
other: 1 / 52 / 0.0000671
==> area by class of cell <==
| type | count | area share |
|---|---|---|
| Antenna cell | 20 | 0.000795 |
| Clock buffer | 136 | 0.0450 |
| Clock inverter | 63 | 0.00754 |
| Multi-Input combinational cell | 3166 | 0.371 |
| Sequential cell | 1024 | 0.489 |
| Tap cell | 2480 | 0.0493 |
| Timing Repair Buffer | 268 | 0.0381 |
Power figures rest on the tool's default switching activity, not on a simulated workload.
