### /design/flow/run.sh
#!/bin/bash
# OpenROAD 26Q1-2900-gdf79404cd8, Yosys 0.63+post, stock flow scripts
make -C /OpenROAD-flow-scripts/flow DESIGN_CONFIG=/design/flow/config.mk WORK_HOME=/design/flow/orfs finish
### /design/flow/config.mk
export PLATFORM = sky130hd
export DESIGN_NAME = alu
export DESIGN_NICKNAME = alu
export VERILOG_FILES = /design/flow/design.v
export SDC_FILE = /design/flow/constraint.sdc
export NUM_CORES = 4
export LEC_CHECK = 1
export CORE_UTILIZATION = 30
### /design/flow/constraint.sdc
current_design alu

set clk_period 22.8
set clk_io_pct 0.2

create_clock -name clk0 -period $clk_period

set non_clock_inputs [all_inputs -no_clocks]
set_input_delay [expr $clk_period * $clk_io_pct] -clock clk0 $non_clock_inputs
set_output_delay [expr $clk_period * $clk_io_pct] -clock clk0 [all_outputs]
### /design/flow/design.v
module alu(instruction, regA, regB, result, flags);
input signed [31:0] instruction, regA, regB;  
output [31:0] result;
output [2:0] flags;  
reg [5:0] opcode, func;
reg [4:0] rs_field, rt_field, reg_shift;
reg signed [4:0] shift_amount;
reg signed [15:0] immediate;
reg signed [31:0] rs, rt, reg_result;
reg signed [32:0] reg_result33;
reg [2:0] reg_flag;
reg [39:0] reg_str;
reg [31:0] signextend_as_unsigned;
always @ (instruction, regA, regB)
begin
    opcode = instruction[31:26];
    rs_field = instruction[25:21];
    rt_field = instruction[20:16];
    immediate = instruction[15:0];
    reg_flag = 3'b000;   
    if (rs_field == 5'b00000)
        rs = regA;
    if (rs_field == 5'b00001)
        rs = regB;
    if (rt_field == 5'b00000)
        rt = regA;
    if (rt_field == 5'b00001)
        rt = regB;
    if (opcode == 6'b000000)          
    begin
        func = instruction[5:0];
        shift_amount = instruction[10:6];
        case(func)
        6'b100000:   
        begin
            reg_str = "add";
            reg_result33 = rs + rt;
            reg_result = rs + rt;
            if (reg_result33[32] == 1)   
                reg_flag = 3'b001;
        end
        6'b100001:  
        begin
            reg_str = "addu";
            reg_result = rs + rt;
        end
        6'b100100:  
        begin
            reg_str = "and";
            reg_result = rs & rt;
        end
        6'b100010:  
        begin
            reg_str = "sub";
            reg_result = rs - rt;
            reg_result33 = rs + rt;
            if (reg_result33[32] == 1)   
                reg_flag = 3'b001;
        end
        6'b100011:  
        begin
            reg_str = "subu";
            reg_result = rs - rt;
        end
        6'b100111:  
        begin
            reg_str = "nor";
            reg_result = ~(rs | rt);
        end
        6'b100101:  
        begin
            reg_str = "or";
            reg_result = rs | rt;
        end
        6'b100110:  
        begin
            reg_str = "xor";
            reg_result = rs ^ rt;
        end
        6'b101010:  
        begin
            reg_str = "slt";
            reg_result =  rs - rt;
            if (rs < rt) 
                reg_flag = 3'b010;
        end
        6'b101011:  
        begin
            reg_str = "sltu";
            reg_result = $unsigned(rs) - $unsigned(rt);
            if ($unsigned(rs) < $unsigned(rt)) 
                reg_flag = 3'b010;
        end
        6'b000000:  
        begin
            reg_str = "sll";
            reg_result = rt << shift_amount;
        end
        6'b000100:  
        begin
            reg_str = "sllv";
            reg_shift = rs;       
            reg_result = rt << reg_shift;
        end
        6'b000010:  
        begin
            reg_str = "srl";
            reg_result = rt >> shift_amount;
        end
        6'b000110:  
        begin
            reg_str = "srlv";
            reg_shift = rs;       
            reg_result = rt >> reg_shift;
        end
        6'b000011:  
        begin
            reg_str = "sra";
            reg_result = rt >>> shift_amount;
        end
        6'b000111:  
        begin
            reg_str = "srav";
            reg_shift = rs;      
            reg_result = rt >>> reg_shift;
        end
        endcase
    end
    else begin
        signextend_as_unsigned = {{16{immediate[15]}}, immediate};
    case(opcode)
    6'b001000:     
    begin
        reg_str = "addi";
        reg_result = rs + immediate; 
        reg_result33 = rs + rt;
        if (reg_result33[32] == 1)       
            reg_flag = 3'b001;
    end
    6'b001001:  
    begin
        reg_str = "addiu";
        reg_result = rs + immediate;
    end
    6'b001100:  
    begin
        reg_str = "andi";
        reg_result = rs & $unsigned(immediate);
    end
    6'b001101:  
    begin
        reg_str = "ori";
        reg_result = rs | $unsigned(immediate);
    end
    6'b001110:  
    begin
        reg_str = "xori";
        reg_result = rs ^ $unsigned(immediate);
    end
    6'b000100:  
    begin
        reg_str = "beq";
        reg_result = rs - rt;
        if (rs == rt) reg_flag = 3'b100;
    end
    6'b000101:  
    begin
        reg_str = "bne";
        reg_result = rs - rt;
        if (rs == rt) 
            reg_flag = 3'b100;
    end
    6'b001010:  
    begin
        reg_str = "slti";
        reg_result = rs - immediate;
        if (rs < immediate) reg_flag = 3'b010;
    end
    6'b001011:  
    begin
        reg_str = "sltiu";
        reg_result = rs - signextend_as_unsigned;
        if ($unsigned(rs) < signextend_as_unsigned) 
            reg_flag = 3'b010;
    end
    6'b100011:  
    begin
        reg_str = "lw";
        reg_result = rs + immediate;
    end
    6'b101011:  
    begin
        reg_str = "sw";
        reg_result = rs + immediate;
    end
    endcase
    end
end   
    assign result = reg_result[31:0];
    assign flags = reg_flag[2:0];
endmodule
==> qor.csv <==
stage,metric,value,unit
outcome,status,"complete, no violations",
timing,"Setup violations, final",0,
timing,RSZ-0062 raised after global routing,no,
timing,Setup TNS,0,ps
yosys,"count leader, synth",nor2_1,
global_routing,largest net degree at the start of global routing,80,
place,dpl ws,7938,ps
yosys,ys flops,96,
floorplanning,floorplan core density,0.3046,
floorplanning,Die X-Extent,250,µm
floorplanning,num ports,131,
detailed_routing,drc violations,0,
yosys,Synth Cell Area,18450,µm²
timing,achievable frequency,66.96,MHz
worst_hold_path,HP Class,in2out,
yosys,Post-synth top cells,"322 x nor2_1, 313 x a21oi_1, 272 x nand2_1, 271 x o21ai_0, 200 x mux2i_1",
place,Final Wtd Congestion,1.087,
detailed_routing,wire per inst,28.47,µm
yosys,Top area cell types,"ha_1 12%, mux2i_1 11%, a21oi_1 8.5%",
pwr,VDD IR max,0.02271,mV
critical_path,CP peak stage delay,630,ps
job,OpenROAD warning count,143,
floorplanning,Die ar.,62500,µm²
critical_path,element type at the critical path end,output pin,
pwr,sw frac,0.6483,
critical_path,worst-path cell chain,clkdlybuf4s50_1 > nor4_4 > buf_4 > buf_4 > nor2_1 > a21oi_1 > ha_1 > inv_1 > nor4_1 > and3_1 > o2111ai_1 > nand2_1 > o22ai_1 > o41ai_1 > a31o_2 > nand2_1 > a22oi_1 > nor3_1 > clkdlybuf4s50_1,
yosys,"EDFF count, synth",0,
floorplanning,core area,60580,µm²
detailed_routing,Routed Antenna Nets,0,
yosys,Top cell area share,0.1187,
cells_and_area,# fillers,6627,
cells_and_area,Util after Layout,0.3433,
timing,crit share post-route,0.6550,
critical_path,"Data required, critical path",18240,ps
cells_and_area,share of cells above drive strength 1,0.06576,
timing,Final Hold Viols,0,
pwr,Pwr Density,57.62,nW/µm²
pwr,Leak,0.008814,µW
cells_and_area,final instance area,20800,µm²
yosys,area figure in the yosys stat output,18450,µm²
yosys,Mean Syn Cell Area,6.541,µm²
clocking,setup repair bufs after CTS,0,
timing,count of unclocked register or latch pins,96,
critical_path,WP data arrival,10370,ps
yosys,Synth cell types,88,
floorplanning,Core Rows,90,
place,hpwl dp,84300,µm
global_routing,antenna violations before repair,2,
critical_path,Critical Path Slowest Stage Cell,a22oi_1,
clocking,CTS Hold Bufs,0,
detailed_routing,Via density,6.155,
place,Port Buffers,131,
global_routing,first-pass GRT wire length,148700,µm
yosys,Post-Synthesis Cells,2821,
global_routing,GRT Util Overall,0.3288,
yosys,top cell type by total area after synthesis,ha_1,
yosys,Syn. warnings,65,
timing,Slew Limit Fails,0,
timing,endpoints left unconstrained,128,
cells_and_area,"Area growth, synth to finish",12.71,%
yosys,Async SR Flop Fraction,0,
timing,minimum clock period,14930,ps
pwr,Int Pwr,421.4,µW
critical_path,maximum fanout along the worst path,53,
critical_path,kind of start point of the critical path,primary input,
pwr,Net Sw Power,776.9,µW
global_routing,vias in the first global route,20960,
timing,max_slew headroom,0.2768,
yosys,main flop type,dlxtn_1,
job,Max-Cap Viols,0,
global_routing,GRT Residual Overflow,0,
yosys,# Cells Yosys,2821,
floorplanning,Die Ht,250,µm
timing,actual slew at the worst max-slew pin,1085,ps
detailed_routing,first-pass detailed-route iteration total,6,
detailed_routing,Iter 0 DRT Violations,2692,
critical_path,Setup CP Type,in2out,
timing,PnR worst setup slack,7866,ps
clocking,post-CTS sizing,0,
place,placed inst area,20790,µm²
detailed_routing,final WL,103700,µm
detailed_routing,DR vias,22420,
## worst max-delay path: cells and delay by family
family | cells | cell delay [ps]
adders and majority gates | 1 | 420
buffers and inverters | 5 | 1910
and+or+nand+nor | 7 | 1240
AOI/OAI and AO/OA | 6 | 2170
## power groups by stage
stage	Clock (µW)	Combinational [µW]	Sequential (µW)
after CTS	0	1110	49.7
after global routing	0	1220	52.4
## stage by stage
stage / instances / total power [µW] / hold WS, ps
CTS: 3641 / 1160 / 10320
detailed placement: 3641 / 1154 / 10310
global route: 3641 / 1271 / 10410
floorplan: 2821 / 734.0 / 9240
global placement: 3641 / 1165 / 10310
finish: 3642 / 1198 / 10310
## cell families after synthesis
| group | share of synthesized area |
|---|---|
| AND-OR/OR-AND | 0.3704 |
| XOR/XNOR | 0.02604 |
| adder cells (fa/ha/maj) | 0.1230 |
| buffers and inverters | 0.07520 |
| latches | 0.07804 |
| multiplexers | 0.1263 |
| AND/OR/NAND/NOR | 0.2009 |
## state kept, by name, indices dropped and copies added, names as in the netlist
| name | cells |
|---|---|
| reg_result | 32 |
| rt | 32 |
| rs | 32 |
## placed cells by master, fill, tap and decap left out, types with 29 or more instances in the layout
cell type / synthesis / layout
o211ai_1: 56 / 56
o21ai_0: 271 / 268
buf_4: 6 / 110
o22ai_1: 43 / 43
a221oi_1: 29 / 29
clkdlybuf4s50_1: 0 / 127
dlxtn_1: 96 / 96
nand3_1: 50 / 50
inv_1: 143 / 142
ha_1: 175 / 175
o221ai_1: 44 / 44
a211oi_1: 47 / 47
nand2_1: 272 / 272
mux2i_1: 200 / 195
nor3_1: 57 / 57
a21oi_1: 313 / 312
a31oi_1: 39 / 39
nor2_1: 322 / 322
xnor2_1: 50 / 50
## final cells by class
type | count | area (µm²) | area share
timing repair buffer | 241 | 2117 | 0.1018
inverter | 145 | 544.3 | 0.02617
multi-input combinational | 2377 | 15710 | 0.7556
tap | 782 | 978.4 | 0.04705
antenna | 1 | 2.502 | 0.0001203
sequential | 96 | 1441 | 0.06931
## routing by layer
layer | vias to the layer above | GRT usage | part of all wire
li1 | 10470 | - | -
met1 | 10640 | 0.4774 | 0.45
met2 | 1137 | 0.4876 | 0.42
met3 | 166 | 0.05797 | 0.087
met4 | 2 | 0.1174 | 0.043
met5 | - | 0 | 0.000077
## path summary, 6_finish.rpt
kind	endpoint	startpoint	cells after the start	slack, ps
worst max-delay path	flags[0]	instruction[22]	19	7870
worst min-delay path	flags[0]	instruction[28]	5	10310
Power and IR drop assume default switching activity.
